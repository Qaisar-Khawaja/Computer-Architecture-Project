<file path="design.v">
package constants_pkg;
typedef enum logic [1:0] {
    ADD = 2'b00,
    SUB = 2'b01,
    AND = 2'b10,
    OR =  2'b11
} aluSel_e  ;
endpackage
 module writeback #(
     parameter int DWIDTH = 32,
     parameter int AWIDTH = 32
 )(
     input logic [AWIDTH-1:0]   pc_i,
     input logic [DWIDTH-1:0]   alu_res_i,
     input logic [DWIDTH-1:0]   memory_data_i,
     input logic [1:0]          wbsel_i,
     output logic [DWIDTH-1:0]  writeback_data_o
 );
    always_comb begin
        case(wbsel_i)
            2'b00: begin
                writeback_data_o = alu_res_i;
            end
            2'b01: begin
                writeback_data_o = memory_data_i;
            end
            2'b10: begin
                writeback_data_o = pc_i + 4;
            end
            default: begin
                writeback_data_o = alu_res_i;
            end
        endcase
    end
 endmodule: writeback
</file>
<file path="run.sh">
#!/bin/bash
# OpenROAD 26Q1-2900-gdf79404cd8, Yosys 0.63+post, stock flow scripts
make -C /OpenROAD-flow-scripts/flow DESIGN_CONFIG=/design/flow/config.mk WORK_HOME=/design/flow/orfs finish
</file>
<file path="config.mk">
export PLATFORM = sky130hd
export DESIGN_NAME = writeback
export DESIGN_NICKNAME = writeback
export VERILOG_FILES = /design/flow/design.v
export SDC_FILE = /design/flow/constraint.sdc
export NUM_CORES = 4
export LEC_CHECK = 1
export CORE_AREA = 10 10 100 100
export DIE_AREA = 0 0 110 110
</file>
<file path="constraint.sdc">
current_design writeback

set clk_period 5.3
set clk_io_pct 0.2

create_clock -name clk0 -period $clk_period

set non_clock_inputs [all_inputs -no_clocks]
set_input_delay [expr $clk_period * $clk_io_pct] -clock clk0 $non_clock_inputs
set_output_delay [expr $clk_period * $clk_io_pct] -clock clk0 [all_outputs]
</file>
==> GITHUB_STEP_SUMMARY <==
## PnR job results

| Metric | Value |
|---|---|
| Yosys stat area | 1240 sq um |
| Status | finished, final reports clean |
| Worst-Margin Slew | ~0.66 ns |
| GRT Residual Overflow | 0 |
| Die area | 12100 sq um |
| Int Power | between 0.1 and 0.15 mW |
| Worst hold path class | input pin to output port |
| Synth Cell Area | ~1200 sq um |
| GP Congestion | between 0.8 and 0.9 |
| Seq/Total Area, Yosys | 0 |
| Vias | between 1500 and 2000 |
| Largest cells by area | xnor2_1, a22oi_1, nand2_1, o21ai_0, nand4_1 |
| Seq. cell area | 0 sq um |
| Most common cell on crit path | clkdlybuf4s50_1 |
| Flop pwr share | 0 |
| Met3 usage | 0.0323 |
| Hold_buf cts | 0 |
| Clock buffer count in the final layout | 0 |
| Tmin final | roughly 4.6 ns |
| Routed WL | 6.94 mm |
| # IOs | approximately 130 |
| CP Capture Type | output port |
| Area leader, netlist | xnor2_1 |
| Fmax | 0.215 GHz |
| Vias in the first global route | around 1900 |
| CP startpoint kind | input pin |
| Hold path depth | 4 |
| Most frequent logic cell in the layout | clkdlybuf4s50_1 |
| Die Y | between 100 and 150 microns |
| Crit. Startpoint | pc_i[2] |
| RSZ-0062 raised after global routing | no |
| Most common logic cells in the final layout | clkdlybuf4s50_1, nand2_1, a22oi_1, o21ai_0, xnor2_1 |
| Core region area | slightly below 8000 sq um |
| Vias per cell | approximately 4.4 |
| Flip-flops | 0 |
| Power per cell area | approximately 81 nW/um^2 |
| End of the worst hold path | writeback_data_o[4] |
| Die width | ~110 microns |
| Number of gates resized after CTS | 0 |
| Min-delay src | alu_res_i[4] |
| Critical path, cell by cell | clkdlybuf4s50_1 -> ha_1 -> and3_1 -> nand4_4 -> nor4_2 -> xnor2_1 -> o221ai_1 -> clkdlybuf4s50_1 |
| WP data arrival | 3.58 ns |
| Largest stage delay, worst path | between 0.5 and 0.6 ns |
| GRT Util Overall | 0.107 |
| Initial antenna violation count | 0 |
| Slew Limit Headroom | 0.560 |
| Power share of the combinational group | 1.000 |
| Busiest grt layer | met2 |
| Switching part of the total | 0.341 |
| Hold Violations, Final | 0 |
| Fp_density | 0.159 |
| Max-cap viol count | 0 |
| WL per Instance | around 17 microns |
| Max IR drop VDD | 0.0000315 V |
| Input/output buffers | roughly 130 |
| Area Overhead vs Synth | 113% |
| Post-route setup slack | ~0.66 ns |
| Tool warnings | 33 |
| Routing usage on met1 | 0.131 |
| Final setup violating endpoints | 0 |
| Power, Total | 0.215 mW |
| Syn. warnings | 1 |
| CP Class | input pin to output port |
| Clock power frac | 0 |
| HPWL Detailed | approximately 6.0 mm |
| # Post-CTS Setup Buffers | 0 |
| Largest net degree at the start of global routing | ~46 |
| Setup TNS | 0 ns |
| First-pass GRT wire length | roughly 10 mm |
| Sw power | 0.0734 mW |
| Layout cell share with drive strength beyond 1 | 0.0380 |
| Pre-CTS WS | between 0.6 and 0.7 ns |
| Grt met2 use | 0.190 |
| CP max FO | 7 |
| Core Util, Final | 0.338 |
| Count of final max-slew check failures | 0 |
| Area share, top type | 0.141 |
| Mapped Cells | between 150 and 200 |
| Leakage | around 0.91 nW |
| DRC viols | 0 |
| Fin cells | about 420 |
| Number of diodes | 0 |
| Placed cell count | approximately 420 |
| Yosys cell count | 194 |
| Number of routed nets with antenna violations | 0 |
| First DRT Iteration DRCs | a little under 90 |
| Pre-Repair DR Iteration Count | 4 |
| Site Rows | 32 |
| Library cells used by synthesis | 37 |
| Post-route clock period utilization | 0.876 |
| Crit-path slowest cell | clkdlybuf4s50_1 |
| Required @ worst endpoint | 4.24 ns |
| Mean Syn Cell Area | roughly 6.4 sq um |
## final cells by class
cell class / instances / area (sq um)
Timing Repair Buffer: 133 / 1320
Tap cell: 102 / 128
Fill cell: 822 / 5170
Multi-Input combinational cell: 176 / 1160
Inverter: 7 / 26.3
## routing by layer
| metal | up-vias | routed length, microns |
|---|---|---|
| met2 | 58 | 3480 |
| met1 | 815 | 2760 |
| met5 | - | 0 |
| met4 | 0 | 33 |
| met3 | 2 | 662 |
| li1 | 980 | - |
## cell usage after synthesis, types with 2 or more instances
master / instances
nor4_1: 3
and3_1: 4
nand3_1: 7
nand4_1: 7
nor4_2: 2
nor2_1: 7
o21ai_1: 3
o21ai_0: 21
o221ai_1: 4
and4_1: 4
a21oi_1: 5
a22oi_1: 21
clkbuf_1: 10
ha_1: 3
xor2_1: 5
a2bb2oi_1: 2
nor3_1: 7
xnor2_1: 20
inv_1: 7
nand2_1: 35
## worst max-delay path, delay by kind of cell
family | cells | cell delay, ns
AND/OR/NAND/NOR | 3 | 0.78
XOR/XNOR | 1 | 0.11
adder cells (fa/ha/maj) | 1 | 0.33
buffers and inverters | 2 | 1.12
AND-OR/OR-AND | 1 | 0.17
## power by group through the flow
stage / Sequential (mW) / Clock, mW / Combinational (mW)
finish: 0 / 0 / 0.215
global route: 0 / 0 / 0.237
CTS: 0 / 0 / 0.219
## how the worst max path moves through the flow
stage / endpoint / slack [ns] / depth (start not counted)
4_1_cts: writeback_data_o[28] / 0.61 / 8
5_1_grt: writeback_data_o[28] / 0.43 / 8
6_report: writeback_data_o[28] / 0.66 / 8
## logic make-up (layout without fill, tap and decap cells)
family	count (synthesis)	count (layout)	share of synthesized area
adders and majority gates	3	3	0.0303
xor gates and xnor gates	25	25	0.177
buffers and inverters	18	140	0.0606
and+or+nand+nor	84	84	0.386
AOI/OAI and AO/OA	63	63	0.337
muxes	1	1	0.00909
## metrics by stage
step | instance area, sq um | hold WS [ns]
floorplan | 1240 | 2.18
global placement | 2640 | 3.04
detailed placement | 2640 | 3.04
CTS | 2640 | 3.05
global route | 2640 | 3.07
finish | 2640 | 3.04
Power and IR drop assume default switching activity.
