$ cat design/flow/design.v
package constants_pkg;
typedef enum logic [1:0] {
    ADD = 2'b00,
    SUB = 2'b01,
    AND = 2'b10,
    OR =  2'b11
} aluSel_e  ;
endpackage
parameter logic [31:0] ZERO = 32'd0;
module decode #(
    parameter int DWIDTH=32,
    parameter int AWIDTH=32
)(
    input logic clk,
    input logic rst,
    input logic [DWIDTH - 1:0] insn_i,
    input logic [DWIDTH - 1:0] pc_i,
    output logic [AWIDTH-1:0] pc_o,
    output logic [DWIDTH-1:0] insn_o,
    output logic [6:0] opcode_o,
    output logic [4:0] rd_o,
    output logic [4:0] rs1_o,
    output logic [4:0] rs2_o,
    output logic [6:0] funct7_o,
    output logic [2:0] funct3_o,
    output logic [4:0] shamt_o,
    output logic [DWIDTH-1:0] imm_o
);
    logic [2:0] funct3_r;
    logic [4:0] rs1_r, rs2_r, shamt_r, rd_r;
    logic [6:0] opcode_w, funct7_r;
    logic [DWIDTH-1:0] imm_r;
    assign opcode_w = insn_i[6:0];
    always_comb begin : Decode
        rd_r       = '0;
        rs1_r      = '0;
        rs2_r      = '0;
        funct3_r   = '0;
        funct7_r   = '0;
        imm_r      = '0;
        shamt_r    = '0;
        case(opcode_w)
            7'b0110011: begin
                rd_r     = insn_i[11:7];
                funct3_r = insn_i[14:12];
                rs1_r    = insn_i[19:15];
                rs2_r    = insn_i[24:20];
                funct7_r = insn_i[31:25];
            end
            7'b0010011: begin
                rd_r     = insn_i[11:7];
                funct3_r = insn_i[14:12];
                rs1_r    = insn_i[19:15];
                rs2_r    = 'd0;  
                case(funct3_r)
                    3'h0, 3'h2, 3'h3, 3'h4, 3'h6, 3'h7: begin
                        imm_r    = {{DWIDTH-12{insn_i[31]}}, insn_i[31:20]};
                        shamt_r  = 'd0;
                        funct7_r = 'd0;
                    end
                    3'h1, 3'h5: begin
                        if(insn_i[31:25] == 7'h0 || insn_i[31:25] == 7'h20) begin
                            shamt_r  = insn_i[24:20];
                            imm_r    = {{DWIDTH-12{1'b0}}, insn_i[31:20]};
                            funct7_r = insn_i[31:25];
                        end
                        else begin
                            shamt_r  = 'd0;
                            imm_r    = 'd0;
                            funct7_r = 'd0;
                        end
                    end
                    default: begin
                        imm_r   = 'd0;
                        shamt_r = 'd0;
                    end
                endcase
            end
            7'b0000011: begin
                rd_r     = insn_i[11:7];
                funct3_r = insn_i[14:12];
                rs1_r    = insn_i[19:15];
                rs2_r    = 'd0;
                funct7_r = 'd0;
                shamt_r  = 'd0;
                imm_r    = {{DWIDTH-12{insn_i[31]}}, insn_i[31:20]};
            end
            7'b1100111: begin
                rd_r     = insn_i[11:7];
                funct3_r = insn_i[14:12];
                rs1_r    = insn_i[19:15];
                rs2_r    = 'd0;
                funct7_r = 'd0;
                shamt_r  = 'd0;
                imm_r    = {{DWIDTH-12{insn_i[31]}}, insn_i[31:20]};
            end
            7'b0100011: begin
                funct3_r = insn_i[14:12];
                rs1_r    = insn_i[19:15];
                rs2_r    = insn_i[24:20];
                imm_r    = {{20{insn_i[31]}}, insn_i[31:25], insn_i[11:7]};
            end
            7'b1100011: begin
                funct3_r = insn_i[14:12];
                rs1_r    = insn_i[19:15];
                rs2_r    = insn_i[24:20];
                imm_r    = {{19{insn_i[31]}}, insn_i[31], insn_i[7], insn_i[30:25], insn_i[11:8], 1'b0};
            end
            7'b0110111 , 7'b0010111: begin
                rd_r     = insn_i[11:7];
                imm_r    = {insn_i[31:12], 12'h000};
            end
            7'b1101111: begin
                rd_r     = insn_i[11:7];
                imm_r    = {{DWIDTH-21{insn_i[31]}}, insn_i[31], insn_i[19:12], insn_i[20], insn_i[30:21], 1'b0};
            end
            default: begin
                rd_r     = '0;
                rs1_r    = '0;
                rs2_r    = '0;
                funct3_r = '0;
                funct7_r = '0;
                imm_r    = '0;
                shamt_r  = '0;
            end
        endcase
    end
    assign pc_o     = pc_i;
    assign insn_o   = insn_i;
    assign opcode_o = opcode_w;
    assign rd_o     = rd_r;
    assign rs1_o    = rs1_r;
    assign rs2_o    = rs2_r;
    assign funct3_o = funct3_r;
    assign funct7_o = funct7_r;
    assign shamt_o  = shamt_r;
    assign imm_o    = imm_r;
endmodule : decode
$ cat design/flow/run.sh
#!/bin/bash
# OpenROAD 26Q1-2900-gdf79404cd8, Yosys 0.63+post, stock flow scripts
make -C /OpenROAD-flow-scripts/flow DESIGN_CONFIG=/design/flow/config.mk WORK_HOME=/design/flow/orfs finish
$ cat design/flow/config.mk
export PLATFORM = sky130hd
export DESIGN_NAME = decode
export DESIGN_NICKNAME = decode
export VERILOG_FILES = /design/flow/design.v
export SDC_FILE = /design/flow/constraint.sdc
export NUM_CORES = 4
export LEC_CHECK = 1
export CORE_AREA = 10 10 85 85
export DIE_AREA = 0 0 95 95
$ cat design/flow/constraint.sdc
current_design decode

set clk_period 4.5
set clk_io_pct 0.2

create_clock -name clk0 -period $clk_period

set non_clock_inputs [all_inputs -no_clocks]
set_input_delay [expr $clk_period * $clk_io_pct] -clock clk0 $non_clock_inputs
set_output_delay [expr $clk_period * $clk_io_pct] -clock clk0 [all_outputs]
==> impl_metrics.toml <==
# synthesis and place-and-route metrics
[clock_network]
cts_hold_buf = 0
ctsResizeCount = 0
post_cts_buffers = 0

[placement]
pre_cts_ws_ns = 0.268
io_buffers = 133
dp_hpwl_um = 5010
globalplace.congestion = 0.890

[worst_setup_path]
cp_cell_sequence = "clkdlybuf4s50_1 > or3_1 > a2111oi_4 > o2bb2ai_2 > a21o_1 > clkdlybuf4s50_1"
arrival_ns = 3.31
crit_path_top_delay_cell = "clkdlybuf4s50_1"
startpoint_type = "input port"
worstSetupPathType = "input port to output port"
crit_fanout = 15
critical-path-max-stage-delay_ns = 0.68
cp_common_cell = "clkdlybuf4s50_1"
cp-end-kind = "output port"
critPathRequiredTime_ns = 3.60

[pwr]
power.density_nw_per_um2 = 55.1
p_leak_nw = 0.993
irDropWorstVdd_mv = 0.0325

[synth]
yosys-stat-area_um2 = 1380
synth_top_area_share = 0.396
ys_cells = 202
synth.distinct_cells = 36
area_leaders = "buf_4, and2_1, a21o_1, nor4_1, nor2_1"
yosys.stat.seqShare = 0
synthesis.area_um2 = 1380
synth_warnings = 1
synth.avg_cell_area_um2 = 6.85
yosysTopAreaCell = "buf_4"
synthCells = 202

[floorplan]
dieHeight_um = 95
fp_util = 0.253
rows = 27
chipArea_um2 = 9030
ioPinCount = 199
coreArea_um2 = 5470
die_w_um = 95

[timing]
layout_setup_ws_ns = 0.288
worstMarginPinSlew_ns = 0.534
fmax_mhz = 237
slew-limit-headroom = 0.643
finalSetupViolCount = 0
fin_crit_sh = 0.936
period_minus_slack_ns = 4.21
hold_violations = 0
setup_tns_ns = 0
drv_slew = 0
grt_setup_unrepaired = "false"

[job]
warning_count = 34
drv_cap = 0

[route]
drt_iter0_drc = 69
drc_errors = 0
vias_per_cell = 4.44
antenna_cells = 0
routed_wl_um = 5820
antenna_left = 0
wire_per_inst_um = 17.1
via_count = 1514
firstDrtPassIters = 4

[cells_and_area]
layout-drive-gt1-share = 0.0706
seq_cells = 0
final.clkbuf_count = 0
syn2layout_area_growth_pct = 68.0
seqCellArea_um2 = 0

[global_routing]
grt_first_pass_wirelength_um = 8580
grt.busiest_layer = "met2"
grt_pass1_vias = 1492
grt_max_degree = 16
use_met1 = 0.146
grt_util_met2 = 0.211
track_usage = 0.117
grt_overflow = 0
use_met3 = 0.0264
antenna_found_initial = 0

[run_status]
status = "completed"

[hold_path]
hold_class = "input port to output port"
-- per-layer routing --
layer,up-vias,wire [µm]
met2,69,3020
li1,764,-
met3,0,520
met5,-,0
met1,681,2270
met4,0,0
-- area by class of cell --
type                       count  area, µm²
fill                         562       3150
multi-input combinational    114        768
inverter                       8       30.0
tap                           72       90.1
timing repair buffer         147       1440
-- cells in the final DEF (no fill, tap or decap), types with 2 or more instances in the layout --
cell | Yosys | final
a21oi_1 | 5 | 5
nand3_1 | 4 | 4
clkdlybuf4s50_1 | 0 | 133
o21a_1 | 3 | 3
and2_1 | 23 | 23
inv_1 | 8 | 8
buf_4 | 73 | 14
o211ai_1 | 2 | 2
nand2b_1 | 2 | 2
nor2_1 | 12 | 12
nand2_1 | 7 | 7
a31oi_1 | 2 | 2
a21o_1 | 19 | 19
o21ai_0 | 2 | 2
a22o_1 | 4 | 4
nor4_1 | 8 | 8
nor2b_1 | 2 | 2
nor3_1 | 2 | 2
o32ai_1 | 2 | 2
-- stage by stage --
| step | std cells | hold WS, ns | cell area [µm²] | power (W) | util |
|---|---|---|---|---|---|
| 2_1_floorplan | 202 | 1.86 | 1380 | 0.0000674 | - |
| 3_3_place_gp | 341 | 1.80 | 2320 | 0.000130 | 0.425 |
| 3_5_place_dp | 341 | 1.80 | 2320 | 0.000130 | 0.425 |
| 4_1_cts | 341 | 1.80 | 2320 | 0.000131 | 0.425 |
| 5_1_grt | 341 | 1.80 | 2320 | 0.000140 | 0.425 |
| 6_report | 341 | 1.80 | 2320 | 0.000128 | 0.425 |
-- critical path: cells and delay by family --
family                 cells  cell delay, ns
AND-OR/OR-AND              3            0.79
AND/OR/NAND/NOR            1            0.48
buffers and inverters      2            1.14
-- kinds of logic (layout without fill, tap and decap cells) --
| logic type | Yosys count | after routing | synth area share |
|---|---|---|---|
| buffers and inverters | 88 | 155 | 0.445 |
| AND/OR/NAND/NOR | 67 | 67 | 0.276 |
| AND-OR/OR-AND | 47 | 47 | 0.279 |
-- power by group --
| part | total, W | switching [W] | internal, W |
|---|---|---|---|
| combinational | 0.000128 | 0.0000463 | 0.0000819 |
| sequential | 0 | 0 | 0 |
| clock | 0 | 0 | 0 |
| total | 0.000128 | 0.0000463 | 0.0000819 |
-- worst paths after layout --
kind	startpoint	endpoint	slack (ns)	cells past startpoint
max	insn_i[6]	imm_o[12]	0.29	6
min	pc_i[11]	pc_o[11]	1.80	0
-- synth_stat cells, drive strengths merged, types with 2 or more instances --
master and instances:
buf 77, nor3 2, inv 8, nor2b 2, o211ai 2, o32ai 3
nor4 8, o21a 3, and2 24, a21o 19, o21ai 2, clkbuf 3
a21oi 5, a2111oi 2, nand2 7, nand2b 2, a31oi 2, nor2 12
a22o 4, nand3 5
Power is estimated from default activity; no workload was simulated.
