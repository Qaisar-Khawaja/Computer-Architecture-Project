==> /design/flow/run.sh <==
#!/bin/bash
# OpenROAD 26Q1-2900-gdf79404cd8, Yosys 0.63+post, stock flow scripts
make -C /OpenROAD-flow-scripts/flow DESIGN_CONFIG=/design/flow/config.mk WORK_HOME=/design/flow/orfs finish
==> /design/flow/config.mk <==
export PLATFORM = sky130hd
export DESIGN_NAME = fetch
export DESIGN_NICKNAME = fetch
export VERILOG_FILES = /design/flow/design.v
export SDC_FILE = /design/flow/constraint.sdc
export NUM_CORES = 4
export LEC_CHECK = 1
export CORE_AREA = 10 10 113 113
export DIE_AREA = 0 0 123 123
==> /design/flow/constraint.sdc <==
current_design fetch

set clk_period 4.7
set clk_io_pct 0.2

create_clock -name clk0 -period $clk_period [get_ports {clk}]

set non_clock_inputs [all_inputs -no_clocks]
set_input_delay [expr $clk_period * $clk_io_pct] -clock clk0 $non_clock_inputs
set_output_delay [expr $clk_period * $clk_io_pct] -clock clk0 [all_outputs]
==> /design/flow/design.v <==
package constants_pkg;
typedef enum logic [1:0] {
    ADD = 2'b00,
    SUB = 2'b01,
    AND = 2'b10,
    OR =  2'b11
} aluSel_e  ;
endpackage
module fetch #(
    parameter int DWIDTH=32,
    parameter int AWIDTH=32,
    parameter int BASEADDR=32'h01000000
    )(
	input logic clk,
	input logic rst,
	output logic [AWIDTH - 1:0] pc_o,
    output logic [DWIDTH - 1:0] insn_o
);
logic [AWIDTH-1:0] pc_reg;
    always_ff @(posedge clk) begin
        if (rst) begin
            pc_reg <= BASEADDR;
        end
        else begin
            pc_reg <= pc_reg + 'd4;
        end
    end
assign pc_o = pc_reg;
endmodule : fetch
==> metrics.json <==
{
  "top_cells_by_area": {"value": "sky130_fd_sc_hd__dfxtp_1 35%, sky130_fd_sc_hd__buf_4 15%, sky130_fd_sc_hd__nand4_1 5.2%"},
  "drtPass1Iterations": {"value": 4},
  "num_rows": {"value": 37},
  "power.share.switching": {"value": 21.70, "unit": "%"},
  "combinational_cell_fraction_of_total_power": {"value": 3.4, "unit": "%"},
  "initCoreUtil": {"value": 16.45, "unit": "%"},
  "globalplace.congestion": {"value": 0.7490},
  "yosysUniqueCellTypes": {"value": 35},
  "cell_type_contributing_the_most_total_cell_area_after_synthesis": {"value": "sky130_fd_sc_hd__dfxtp_1"},
  "met2_wirelength": {"value": 2035, "unit": "µm"},
  "synthesis.area_per_instance": {"value": 8.619, "unit": "µm²"},
  "cts_max_level": {"value": 2},
  "place.port_buffers": {"value": 31},
  "result_of_the_run": {"value": "finished clean"},
  "cp_max_fo": {"value": 10},
  "worst_ep_arrival_time": {"value": 1.31, "unit": "ns"},
  "dieArea": {"value": 15130, "unit": "µm²"},
  "die_w": {"value": 123, "unit": "µm"},
  "largest_reg_flops": {"value": 30},
  "enable_flop_cells": {"value": 0},
  "die_y": {"value": 123, "unit": "µm"},
  "grt_pass1_vias": {"value": 1357},
  "final-setup-viol-count": {"value": 0},
  "power.clock.fraction": {"value": 43.4, "unit": "%"},
  "routed_wire_length_per_instance": {"value": 11.98, "unit": "µm"},
  "cts_setup_buffers": {"value": 0},
  "cts_root_buffer": {"value": "sky130_fd_sc_hd__clkbuf_8"},
  "yosys_warnings": {"value": 33},
  "cts_buffers": {"value": 5},
  "grt_start_max_net_pins": {"value": 37},
  "slowest_delay": {"value": 0.55, "unit": "ns"},
  "slew_headroom": {"value": 52.79, "unit": "%"},
  "fp.coreArea": {"value": 10320, "unit": "µm²"},
  "power.switching": {"value": 105.9, "unit": "µW"},
  "detail_route.drc_violations": {"value": 0},
  "globalRouteTotalUtil": {"value": 5.588, "unit": "%"},
  "postSynth.topFlopCell": {"value": "sky130_fd_sc_hd__dfxtp_1"},
  "mappedNetlistArea": {"value": 1698, "unit": "µm²"},
  "synthMostInstantiatedCell": {"value": "sky130_fd_sc_hd__buf_4"},
  "clock_sink_count": {"value": 30},
  "worst_pin_slew": {"value": 0.7016, "unit": "ns"},
  "post_drt_via_cell_ratio": {"value": 3.808},
  "drv_slew": {"value": 0},
  "fin_util": {"value": 20.37, "unit": "%"},
  "vdd_drop_max": {"value": 82.98, "unit": "µV"},
  "gr-total-overflow": {"value": 0},
  "stage_log_warnings": {"value": 25},
  "achievable-frequency": {"value": 443.7, "unit": "MHz"},
  "worst_setup_path_start_kind": {"value": "flip-flop"},
  "crit_path_cell_trace": {"value": "clkdlybuf4s50_1"},
  "setup_total_negative_slack": {"value": 0, "unit": "ns"},
  "yosysTopAreaCellShare": {"value": 35.37, "unit": "%"},
  "hpwlAfterDp": {"value": 3357, "unit": "µm"},
  "top_sig_layer": {"value": "met4"},
  "layout_cell_share_with_drive_strength_beyond_1": {"value": 9.649, "unit": "%"},
  "detail_route.wirelength.met1": {"value": 1964, "unit": "µm"},
  "final_min_period_over_clock_period": {"value": 47.95, "unit": "%"},
  "ios": {"value": 66},
  "clock_pin_slew_on_the_worst_setup_and_hold_paths": {"value": 0.06, "unit": "ns"},
  "wire_length_of_the_first_global_routing_pass": {"value": 6879, "unit": "µm"},
  "synth.yosys.seq_area_share": {"value": 35.37, "unit": "%"},
  "final-hold-violation-count": {"value": 0},
  "power_frac_seq": {"value": 53.2, "unit": "%"},
  "cp.required": {"value": 3.76, "unit": "ns"},
  "synth_stat.cells": {"value": 197},
  "worst_setup_path_end_kind": {"value": "output port"},
  "synth-area-yosys": {"value": 1698, "unit": "µm²"},
  "tritoncts": {"value": "built"},
  "wl_met3": {"value": 326, "unit": "µm"},
  "critical_path_type": {"value": "reg -> out"},
  "cts-resized-gates": {"value": 0},
  "cts-root-to-sink-buffers": {"value": 2},
  "antenna_violating_nets_post_route": {"value": 0},
  "route.antenna.diode_count": {"value": 0},
  "cp_top_family": {"value": "buffers and inverters"},
  "critPathBufInv": {"value": 1},
  "setup_ws": {"value": 2.446, "unit": "ns"},
  "post_synth_inst_count": {"value": 197},
  "cpMaxStageDelayCell": {"value": "sky130_fd_sc_hd__clkdlybuf4s50_1"},
  "min_period": {"value": 2.254, "unit": "ns"},
  "final_area": {"value": 2103, "unit": "µm²"},
  "p_int": {"value": 381.9, "unit": "µW"},
  "drt_first_iter_violations": {"value": 80},
  "area_growth_syn_to_layout": {"value": 23.88, "unit": "%"},
  "dpl_cell_area": {"value": 2012, "unit": "µm²"},
  "drv.max_cap_violation_count": {"value": 0},
  "pre_cts_ws": {"value": 2.422, "unit": "ns"},
  "worst_skew_pair.late_latency": {"value": 0.28, "unit": "ns"},
  "design_power_total": {"value": 487.7, "unit": "µW"},
  "leakage": {"value": 0.7520, "unit": "nW"},
  "postCtsHoldBufs": {"value": 0},
  "grt_antenna_before_repair": {"value": 0},
  "dr_total_vias": {"value": 1386},
  "ys_seq_elements": {"value": 30},
  "synthArstFlopShare": {"value": 0, "unit": "%"},
  "power_density": {"value": 231.9, "unit": "nW/µm²"},
  "hp_class": {"value": "reg -> reg"},
  "wl": {"value": 4360, "unit": "µm"},
  "grt_setup_unrepaired": {"value": "no"},
  "final.setup_skew": {"value": 0.005730, "unit": "ns"},
  "yosys-top-cells-count": {"value": "35 x sky130_fd_sc_hd__buf_4, 30 x sky130_fd_sc_hd__dfxtp_1, 20 x sky130_fd_sc_hd__nor2_1"}
}
==> layer usage <==
layer,GRT usage (%),vias to the layer above
met4,0.4367,0
met2,9.103,40
met3,2.544,6
met5,0,-
li1,-,701
met1,6.968,639
==> layout make-up <==
type	instances	area (µm²)
Clock buffer	7	86.33
Tap cell	136	170.2
Inverter	2	7.507
Timing Repair Buffer	32	317.8
Clock inverter	1	5.005
Fill cell	1125	8220
Sequential cell	30	600.6
Multi-Input combinational cell	156	915.9
==> cells by family after synthesis <==
kind of cell	synth area share, %
AND/OR/NAND/NOR	28.37
flip-flops	35.37
adder cells (fa/ha/maj)	0.7368
AND-OR/OR-AND	9.138
other	0.2209
XOR/XNOR	6.190
multiplexers	1.990
buffers and inverters	17.98
==> path summary, 6_finish.rpt <==
kind	from	to	slack, ns	depth (start not counted)
min reg2reg	pc_reg[2]	pc_reg[2]	0.47	1
max	pc_reg[9]	pc_o[9]	2.45	1
max reg2reg	pc_reg[2]	pc_reg[30]	2.75	5
min	pc_reg[2]	pc_reg[2]	0.47	1
==> layout by cell type (no fill, tap or decap), drive strengths merged <==
| cell | Yosys | routed |
|---|---|---|
| conb | 1 | 34 |
| clkdlybuf4s50 | 0 | 31 |
| dfxtp | 30 | 30 |
| nor2 | 20 | 20 |
| nand4 | 16 | 16 |
| a21oi | 12 | 12 |
| xor2 | 8 | 8 |
| clkbuf | 5 | 7 |
| nand3 | 6 | 6 |
| o21ai | 6 | 6 |
| and4 | 6 | 6 |
| and3 | 5 | 5 |
| or3 | 5 | 5 |
| nand2 | 4 | 4 |
| a31o | 4 | 4 |
| nor2b | 4 | 4 |
| xnor2 | 4 | 4 |
| or4 | 4 | 4 |
| and2 | 3 | 3 |
| o31ai | 3 | 3 |
| nand2b | 3 | 3 |
| mux2 | 3 | 3 |
| nor4 | 3 | 3 |
| inv | 2 | 2 |
| nand4b | 1 | 1 |
| a21o | 1 | 1 |
| ha | 1 | 1 |
| clkinv | 0 | 1 |
| buf | 37 | 1 |
==> power groups by stage <==
stage | clock [mW] | combinational (mW) | sequential, mW
after global routing | 0.233 | 0.0200 | 0.259
final | 0.212 | 0.0165 | 0.259
after CTS | 0.218 | 0.0181 | 0.259
==> stage by stage <==
| stage | hold WS, ns | cells |
|---|---|---|
| after floorplan | 0.4261 | 230 |
| after global placement | 0.4570 | 356 |
| after detailed placement | 0.4666 | 356 |
| after CTS | 0.4820 | 364 |
| after global routing | 0.4916 | 364 |
| final | 0.4732 | 364 |
Power figures rest on the tool's default switching activity, not on a simulated workload.
